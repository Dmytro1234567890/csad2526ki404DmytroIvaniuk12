File: run.sh
#!/bin/bash
# OpenROAD 26Q1-2900-gdf79404cd8, Yosys 0.63+post, stock flow scripts
make -C /OpenROAD-flow-scripts/flow DESIGN_CONFIG=/design/flow/config.mk WORK_HOME=/design/flow/orfs finish
File: config.mk
export PLATFORM = sky130hd
export DESIGN_NAME = SPI_Master
export DESIGN_NICKNAME = SPI_Master
export VERILOG_FILES = /design/flow/design.v
export SDC_FILE = /design/flow/constraint.sdc
export NUM_CORES = 4
export LEC_CHECK = 1
export CORE_UTILIZATION = 50
File: constraint.sdc
current_design SPI_Master

set clk_period 2.6
set clk_io_pct 0.2

create_clock -name clk0 -period $clk_period [get_ports {clk}]

set non_clock_inputs [all_inputs -no_clocks]
set_input_delay [expr $clk_period * $clk_io_pct] -clock clk0 $non_clock_inputs
set_output_delay [expr $clk_period * $clk_io_pct] -clock clk0 [all_outputs]
File: design.v
module SPI_Master #(
    parameter CPOL = 0,
    parameter CPHA = 0,
    parameter CLK_DIV = 4
)(
    input  wire clk,  
    input  wire rst,  
    input  wire start,  
    input  wire [7:0] mosi_data,  
    output reg  [7:0] miso_data,  
    output reg  done,  
    output reg  sck,  
    output reg  mosi,  
    input  wire miso,  
    output reg  cs  
);
    reg [7:0] tx_shift;
    reg [7:0] rx_shift;
    reg [2:0] bit_cnt;
    reg [15:0] clk_cnt;
    reg sck_en;
    reg sck_int;
    reg sck_edge;
    localparam [1:0] IDLE = 2'b00;
    localparam [1:0] TRANSFER = 2'b01;
    localparam [1:0] DONE_ST = 2'b10;
    reg [1:0] state;
    always @(posedge clk or posedge rst) begin
        if (rst) begin
            clk_cnt <= 16'd0;
            sck_int <= CPOL;
            sck_edge <= 1'b0;
        end else if (sck_en) begin
            if (clk_cnt == CLK_DIV - 1) begin
                clk_cnt <= 16'd0;
                sck_int <= ~sck_int;
                sck_edge <= 1'b1;
            end else begin
                clk_cnt <= clk_cnt + 1'b1;
                sck_edge <= 1'b0;
            end
        end else begin
            sck_int <= CPOL;
            sck_edge <= 1'b0;
            clk_cnt <= 16'd0;
        end
    end
    always @(*) begin
        sck = sck_int;
    end
    generate
        if (CPOL == 0 && CPHA == 0) begin : mode_cpha0_cpol0
            always @(posedge clk or posedge rst) begin
                if (rst) begin
                    state <= IDLE;
                    cs <= 1'b1;
                    done <= 1'b0;
                    sck_en <= 1'b0;
                    bit_cnt <= 3'd0;
                    mosi <= 1'b0;
                    tx_shift <= 8'd0;
                    rx_shift <= 8'd0;
                    miso_data <= 8'd0;
                end else begin
                    case (state)
                        IDLE: begin
                            done <= 1'b0;
                            cs <= 1'b1;
                            sck_en <= 1'b0;
                            if (start) begin
                                tx_shift <= mosi_data;
                                rx_shift <= 8'd0;
                                bit_cnt <= 3'd7;
                                mosi <= mosi_data[7];
                                cs <= 1'b0;
                                sck_en <= 1'b1;
                                state <= TRANSFER;
                            end
                        end
                        TRANSFER: begin
                            if (sck_edge) begin
                                if (sck_int == 1'b1) begin
                                    rx_shift[bit_cnt] <= miso;
                                    if (bit_cnt == 3'd0) begin
                                        sck_en <= 1'b0;
                                        miso_data <= {rx_shift[7:1], miso};
                                        done <= 1'b1;
                                        state <= DONE_ST;
                                    end else begin
                                        bit_cnt <= bit_cnt - 1'b1;
                                    end
                                end else begin
                                    mosi <= tx_shift[bit_cnt];
                                end
                            end
                        end
                        DONE_ST: begin
                            cs <= 1'b1;
                            done <= 1'b0;
                            state <= IDLE;
                        end
                        default: state <= IDLE;
                    endcase
                end
            end
        end else if (CPOL == 0 && CPHA == 1) begin : mode_cpha1_cpol0
            always @(posedge clk or posedge rst) begin
                if (rst) begin
                    state <= IDLE;
                    cs <= 1'b1;
                    done <= 1'b0;
                    sck_en <= 1'b0;
                    bit_cnt <= 3'd0;
                    mosi <= 1'b0;
                    tx_shift <= 8'd0;
                    rx_shift <= 8'd0;
                    miso_data <= 8'd0;
                end else begin
                    case (state)
                        IDLE: begin
                            done <= 1'b0;
                            cs <= 1'b1;
                            sck_en <= 1'b0;
                            mosi <= 1'b0;
                            if (start) begin
                                tx_shift <= mosi_data;
                                rx_shift <= 8'd0;
                                bit_cnt <= 3'd7;
                                cs <= 1'b0;
                                sck_en <= 1'b1;
                                state <= TRANSFER;
                            end
                        end
                        TRANSFER: begin
                            if (sck_edge) begin
                                if (sck_int == 1'b1) begin
                                    mosi <= tx_shift[bit_cnt];
                                end else begin
                                    rx_shift[bit_cnt] <= miso;
                                    if (bit_cnt == 3'd0) begin
                                        sck_en <= 1'b0;
                                        miso_data <= {rx_shift[7:1], miso};
                                        done <= 1'b1;
                                        state <= DONE_ST;
                                    end else begin
                                        bit_cnt <= bit_cnt - 1'b1;
                                    end
                                end
                            end
                        end
                        DONE_ST: begin
                            cs <= 1'b1;
                            done <= 1'b0;
                            state <= IDLE;
                        end
                        default: state <= IDLE;
                    endcase
                end
            end
        end else begin : mode_cpol1
            always @(posedge clk or posedge rst) begin
                if (rst) begin
                    state <= IDLE;
                    cs <= 1'b1;
                    done <= 1'b0;
                    sck_en <= 1'b0;
                    bit_cnt <= 3'd0;
                    mosi <= 1'b0;
                    tx_shift <= 8'd0;
                    rx_shift <= 8'd0;
                    miso_data <= 8'd0;
                end else begin
                    state <= IDLE;
                end
            end
        end
    endgenerate
endmodule
==> impl_metrics.py <==
# Physical implementation metrics
metrics = {
    "power": {
        "swShare": 0.267,
        "p_int_mw": 1.27,
        "p_seq_frac": 0.531,
        "p_per_area_nw_per_um2": 626,
        "peakVddDrop_v": 0.000388,
        "pwr-share-comb": 0.197,
        "clockPowerShare": 0.272,
        "p_leak_nw": 1.21,
        "power_switching_mw": 0.463,
    },
    "die": {
        "rows": 24,
        "die_w_um": 71.1,
        "die_area_um2": 5060,
        "initial_utilization": 0.534,
        "die_h_um": 71.1,
        "core_area_um2": 4470,
        "io_pins": 24,
    },
    "yosys": {
        "ys_area_um2": 2390,
        "synth_seq_share": 0.535,
        "synth_flops": 51,
        "synth_area_um2": 2390,
        "ff_type": "dfrtp_1",
        "syn_inst": 230,
        "synth_top_cell_by_area": "dfrtp_1",
        "top_cell_area_share": 0.513,
        "syn_area_per_cell_um2": 10.4,
        "async_reset_ff_frac": 1.00,
        "edf_count": 0,
        "ys_types": 37,
        "yosysWarningCount": 1,
        "ys_cells": 230,
        "synthTopCellsByCount": "dfrtp_1 (49), nand2_1 (34), nor2_1 (25)",
        "ys_top_cells_by_area": "dfrtp_1 (51%), nand2_1 (5.3%), xnor2_1 (4.8%)",
        "most_common_cell": "dfrtp_1",
    },
    "placed_design": {
        "portBuffers": 23,
        "placed_area_um2": 2670,
        "routabilityCongestion": 0.864,
        "hpwlAfterDp_um": 3050,
    },
    "global_route": {
        "grt_use_total": 0.198,
        "antenna_found_initial": 0,
        "use_met2": 0.278,
        "grt_pass1_vias": 1611,
        "grt_busiest_layer": "met1",
        "met3_usage": 0.0289,
        "grt-ovfl-total": 0,
        "grt_max_degree": 28,
        "use_met1": 0.355,
        "grt_pass1_wl_um": 7600,
    },
    "cts": {
        "clockBufferDepth": 2,
        "clk_pin_slew_ns": 0.08,
        "numCtsBuffers": 5,
        "clk-insertion-delay-late_ns": 0.29,
        "holdBufCountCts": 0,
        "cts.sinks": 51,
        "ctsResizeCount": 0,
        "postCtsSetupBuffers": 0,
        "htree_levels": 2,
        "root_buffer": "clkbuf_8",
        "cts_tree": "done",
    },
    "status": {
        "outcome": "finished clean",
    },
    "routing": {
        "postRouteAntennaNets": 0,
        "vias": 1726,
        "drtIter0Drc": 86,
        "wl_per_cell_um": 13.4,
        "drt_pass1_iterations": 21,
        "drc": 0,
        "diodes": 0,
        "wl_um": 4160,
        "vias_per_cell": 5.57,
    },
    "worst_setup_path": {
        "cp.required_ns": 2.79,
        "start_kind": "flop",
        "worstPathArrival_ns": 2.33,
        "worstPathMaxFanout": 10,
        "critPathKind": "flop to flop",
        "slowest_delay_ns": 0.56,
        "crit_chain": "inv_1 > ha_1 > ha_1 > nand4_1 > clkinv_1 > nand2_1 > nand2_1",
        "crit_path_end_kind": "flop",
        "crit_path_top_delay_cell": "dfrtp_1",
    },
    "sta": {
        "finClkSkew_ns": 0.00437,
        "finalHoldViolCount": 0,
        "tightest_slew_ns": 0.536,
        "hold_slack_ns": 0.475,
        "setup_viol": 0,
        "relSlewSlack": 0.642,
        "rsz0062_at_grt": "no",
        "setup-tns-final_ns": 0,
        "finalCritPeriodShare": 0.824,
        "final_max_slew_viol_count": 0,
        "period_needed_ns": 2.14,
        "max_freq_mhz": 467,
    },
    "layout": {
        "drive_gt1_frac": 0.0891,
        "fillCellCount": 347,
        "final_util": 0.619,
        "syn_to_final_growth_pct": 16.0,
        "final_cell_area_um2": 2770,
    },
    "min_path": {
        "hp-class": "flop to flop",
    },
    "run": {
        "openroad.warnings": 29,
        "maxCapViolCount": 0,
    },
}
registers in the layout, summed over array words and instances (netlist names), 3 cells and up:
name       cells
rx_shift       7
clk_cnt       16
tx_shift       8
state          3
bit_cnt        3
miso_data      8
power groups by stage:
| stage | combinational, mW | clock, mW | sequential, mW |
|---|---|---|---|
| 4_1_cts | 0.344 | 0.491 | 0.923 |
| 5_1_grt | 0.390 | 0.527 | 0.935 |
| 6_report | 0.341 | 0.472 | 0.921 |
placed cells by master (no fill, tap or decap), types with 7 or more instances in the layout:
master           synthesis  final
inv_1                   10      9
clkdlybuf4s50_1          0     23
a21oi_1                  7      7
nor2_1                  25     25
dfrtp_1                 49     49
clkbuf_8                 1      7
o21ai_0                 11     11
nand3_1                  9      9
mux2_2                   9      9
xnor2_1                 13     13
nand2_1                 34     34
cell families after synthesis:
family                   synth area share
multiplexers                       0.0749
XOR/XNOR                           0.0550
AND/OR/NAND/NOR                     0.188
flip-flops                          0.535
buffers and inverters              0.0314
AND-OR/OR-AND                      0.0838
adder cells (fa/ha/maj)            0.0314
layout make-up:
class                           count  area, µm²  area share
Clock buffer                        8        100      0.0361
Inverter                           11       41.3      0.0149
Multi-Input combinational cell    164       1040       0.374
Sequential cell                    51       1280       0.461
Tap cell                           52       65.1      0.0235
Timing Repair Buffer               24        250      0.0903
per-layer routing:
layer,part of all wire,routed length [µm]
met5,0,0
met4,0.011,46
met3,0.052,215
met2,0.43,1780
met1,0.51,2110
through the flow:
step | worst slack (ns) | instances | total power [mW]
after floorplan | 0.854 | 230 | 1.18
after global placement | 0.502 | 302 | 1.28
after detailed placement | 0.450 | 302 | 1.28
after CTS | 0.429 | 310 | 1.76
after global routing | 0.232 | 310 | 1.85
final | 0.457 | 310 | 1.73
critical path, delay by kind of cell, from the launching register on:
kind	cells	cell delay, ns
buffers and inverters	2	0.46
and+or+nand+nor	3	0.57
adders and majority gates	2	0.45
DFF	1	0.56
final timing paths:
| check | cells after the start | endpoint | from | slack [ns] |
|---|---|---|---|---|
| max | 7 | miso_data[5] | bit_cnt[0] | 0.46 |
| min | 2 | miso_data[3] | rx_shift[3] | 0.48 |
| max reg2reg | 7 | miso_data[5] | bit_cnt[0] | 0.46 |
| min reg2reg | 2 | miso_data[3] | rx_shift[3] | 0.48 |
| max in group asynchronous | 3 | state[0] | rst | 1.43 |
| min in group asynchronous | 2 | clk_cnt[0] | rst | 0.58 |
No activity file was given, so power comes from the tool's default toggle rates.
